**flow/run.sh**
```bash
#!/bin/bash
# OpenROAD 26Q1-2900-gdf79404cd8, Yosys 0.63+post, stock flow scripts
make -C /OpenROAD-flow-scripts/flow DESIGN_CONFIG=/design/flow/config.mk WORK_HOME=/design/flow/orfs finish
```
**flow/config.mk**
```make
export PLATFORM = sky130hd
export DESIGN_NAME = button_binary
export DESIGN_NICKNAME = button_binary
export VERILOG_FILES = /design/flow/design.v
export SDC_FILE = /design/flow/constraint.sdc
export NUM_CORES = 4
export LEC_CHECK = 1
export CORE_AREA = 10 10 112 112
export DIE_AREA = 0 0 122 122
```
**flow/constraint.sdc**
```tcl
current_design button_binary

set clk_period 7.3
set clk_io_pct 0.2

create_clock -name clk0 -period $clk_period [get_ports {clock}]

set non_clock_inputs [all_inputs -no_clocks]
set_input_delay [expr $clk_period * $clk_io_pct] -clock clk0 $non_clock_inputs
set_output_delay [expr $clk_period * $clk_io_pct] -clock clk0 [all_outputs]
```
**flow/design.v**
```verilog
module button_binary(
    input clock,
    input reset,
  input button,
    output led,
    output led2,
    output led3,
    output led4,
    output led5,
    output led6,
    output led7,
    output led8
    );
parameter width = 32;
reg [width-1:0]count;
always @ (posedge clock or posedge reset)
 begin
  if (reset)
   count <= 0;
  else if (clock)
   count <= count + 1;
 end
assign led = count[width-8];
assign led2 = count[width-7];
assign led3 = count[width-6];
assign led4 = count[width-5];
assign led5 = count[width-4];
assign led6 = count[width-3];
assign led7 = count[width-2];
assign led8 = count[width-1];
endmodule
```
==> flow_metrics.py <==
# Physical implementation metrics
metrics = {
    "clocking": {
        "cts.sinks": 32,
        "htree_num_levels": 2,
        "cts_root_buffer": "clkbuf_8",
        "post-cts-setup-buffer-count": 0,
        "cts_buffers": 5,
        "cts_tree": "yes",
        "postCtsHoldBufs": 0,
        "clk_pin_slew_ns": 0.06,
        "insertion_delay_ns": 0.27,
        "clock_path_buffers": 2,
        "post_cts_resized": 0,
    },
    "place": {
        "gp_congestion": 0.761,
        "port_buffers": 9,
        "placedCellCount": 271,
        "hpwl_um": 1680,
    },
    "setup_path": {
        "critPathCapture": "led3",
        "slowest_delay_ns": 0.50,
        "cp-startpoint": "count[26]",
        "path_class": "flop to output port",
        "cp.depth": 1,
        "path_cells": "clkdlybuf4s50_1",
        "crit_path_end_kind": "output port",
        "cp.required_ns": 5.84,
        "crit_family": "buffers and inverters",
        "critPathLaunchType": "flop",
        "ff2ff_path_depth": 5,
        "critPathSlowestCell": "clkdlybuf4s50_1",
        "r2r_start": "count[0]",
        "worstPathArrival_ns": 1.21,
        "worst-path-buf-inv": 1,
        "reg2reg_slack_ns": 5.56,
        "path_max_fanout": 6,
        "reg2reg_to": "count[24]",
    },
    "die": {
        "fp-row-count": 37,
        "pin_count": 11,
        "chip_area_um2": 14900,
        "die_w_um": 122,
        "die_h_um": 122,
        "initCoreUtil_pct": 14.6,
        "core-area_um2": 10200,
    },
    "synth": {
        "top_cell_area_share_pct": 53.8,
        "post-synth-top-count-cell": "dfrtp_1",
        "edf_count": 0,
        "synthTopCellsByArea": "dfrtp_1 54%, xor2_1 11%, xnor2_1 6.5%, nand3_1 3.4%, nor4_2 3.4%",
        "numSynthFlops": 32,
        "ys_cells": 129,
        "synth_top_flop_cell": "dfrtp_1",
        "ys_area_um2": 1490,
        "avgSynthCellArea_um2": 11.5,
        "synth_cells": 129,
        "top_cells_by_count": "32 x dfrtp_1, 19 x xor2_1, 11 x xnor2_1, 10 x nand3_1, 9 x nand2_1",
        "syn-cell-area_um2": 1490,
        "ys_warn_count": 1,
        "async_reset_ff_share_pct": 100,
        "ys_types": 21,
        "yosys.stat.seqShare_pct": 53.8,
        "yosysTopAreaCell": "dfrtp_1",
    },
    "timing": {
        "grt_setup_unrepaired": "false",
        "layout_min_cycle_time_ns": 2.67,
        "setup_viol": 0,
        "maxSlewViolCount": 0,
        "slew_headroom_pct": 64.9,
        "hold_viol": 0,
        "finalClockPeriodUsage_pct": 36.5,
        "fin_tns_setup_ns": 0,
        "holdWs_ns": 0.458,
        "clock_skew_ns": 0.00135,
        "tightest_slew_ns": 0.525,
        "max_freq_mhz": 375,
    },
    "layout": {
        "num-fill-cells": 1101,
        "regMostFlops": "count",
        "finalNonFillerCells": 278,
        "reg_top3": "count: 32 flops",
        "drive_gt1_share_pct": 11.3,
        "largest_register_ff_count": 32,
        "area_growth_pct": 22.9,
    },
    "drt": {
        "vias": 951,
        "wl_um": 2490,
        "vias_per_cell": 3.42,
        "wire_per_inst_um": 8.96,
        "drc_errors": 0,
        "drt_pre_antenna_iters": 4,
        "diodes": 0,
        "drt-initial-drc-count": 34,
        "antenna_left": 0,
    },
    "flow_run": {
        "warnings": 26,
        "max_cap_violations": 0,
    },
    "pwr": {
        "p_total_mw": 0.324,
        "powerDensity_nw_per_um2": 177,
        "p_leak_nw": 0.802,
        "ir_worst_vdd_v": 0.0000735,
    },
    "grt": {
        "busiest_layer": "met2",
        "met3_usage_pct": 1.41,
        "met2_usage_pct": 4.98,
        "grt_pass1_vias": 943,
        "grt-ovfl-total": 0,
        "grt_pass1_wl_um": 4380,
        "grt_antenna_before_repair": 0,
        "grt_usage_pct": 3.44,
        "grt_max_degree": 33,
        "use_met1_pct": 4.89,
    },
    "hold_path": {
        "hold_path_class": "flop to flop",
    },
    "status": {
        "status": "complete, no violations",
    },
}
-- power breakdown --
part / switching (mW) / leakage, nW / internal, mW
Sequential: 0 / 0.438 / 0.177
Combinational: 0.00338 / 0.315 / 0.000859
Clock: 0.0582 / 0.0503 / 0.0838
Total: 0.0616 / 0.802 / 0.262
-- layer usage --
layer,share of wire (%),wire [um],up-vias
li1,-,-,471
met2,44,1110,20
met3,6.7,167,4
met1,48,1200,456
met5,0,0,-
met4,0.64,16,0
-- layout make-up --
cell class              instances  area [um2]  share of cell area [%]
repair buffers                 10        97.6                    5.33
inverters                       5        18.8                    1.03
well taps                     136         170                    9.30
flip-flops and latches         32         801                    43.7
multi-input cells              88         647                    35.3
clock buffers                   7        96.3                    5.26
-- cells by family (layout without fill, tap and decap cells) --
kind of cell,count (synthesis),after routing,synth area share [%]
simple gates,57,57,25.0
flops,32,32,53.8
xor+xnor,30,30,17.6
buf+inv,9,22,2.77
fa+ha+maj,1,1,0.840
-- placed cells by master (no fill, tap or decap), drive strengths merged, types with 7 or more instances in the layout --
master         Yosys  routed
dfrtp             32      32
xor2              19      19
nand3             13      13
xnor2             11      11
nand2             10      10
nor4              10      10
clkdlybuf4s50      0       9
clkbuf             0       7
-- worst min path at each step --
stage	from	end	slack [ns]	depth (start not counted)
4_1_cts	count[14]	count[14]	0.46	1
5_1_grt	count[14]	count[14]	0.47	1
6_report	count[14]	count[14]	0.46	1
-- per-stage QoR --
| stage | util (%) | setup slack [ns] | area, um2 |
|---|---|---|---|
| after floorplan | - | 5.15 | 1490 |
| after global placement | 17.0 | 4.91 | 1730 |
| after detailed placement | 17.0 | 4.92 | 1730 |
| after CTS | 17.9 | 4.61 | 1830 |
| after global routing | 17.9 | 4.56 | 1830 |
| final | 17.9 | 4.63 | 1830 |
Power and IR drop assume default switching activity.
